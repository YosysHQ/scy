### design.v
module fifo #(
	parameter integer N = 8
) (
	input clock,
	input reset,
	input		WVALID,
	output		WREADY,
	input	[N-1:0]	WDATA,
	output		RVALID,
	input		RREADY,
	output	[N-1:0]	RDATA
);
	reg [N-1:0] mem [0:3];
	reg [1:0] wp, rp;
	assign WREADY = (wp + 2'd 1) != rp;
	assign RVALID = wp != rp;
	assign RDATA = mem[rp];
	always @(posedge clock) begin
		if (WVALID && WREADY) begin
			mem[wp] <= WDATA;
			wp <= wp + 2'd 1;
		end
		if (RVALID && RREADY) begin
			rp <= rp + 2'd 1;
		end
		if (reset) begin
			wp <= 0;
			rp <= 0;
		end
	end
endmodule
### run.sh
#!/bin/bash
# OpenROAD 26Q1-2900-gdf79404cd8, Yosys 0.63+post, stock flow scripts
make -C /OpenROAD-flow-scripts/flow DESIGN_CONFIG=/design/flow/config.mk WORK_HOME=/design/flow/orfs finish
### config.mk
export PLATFORM = sky130hd
export DESIGN_NAME = fifo
export DESIGN_NICKNAME = fifo
export VERILOG_FILES = /design/flow/design.v
export SDC_FILE = /design/flow/constraint.sdc
export NUM_CORES = 4
export LEC_CHECK = 1
export CORE_AREA = 10 10 103 103
export DIE_AREA = 0 0 113 113
### constraint.sdc
current_design fifo

set clk_period 3.1
set clk_io_pct 0.2

create_clock -name clk0 -period $clk_period [get_ports {clock}]

set non_clock_inputs [all_inputs -no_clocks]
set_input_delay [expr $clk_period * $clk_io_pct] -clock clk0 $non_clock_inputs
set_output_delay [expr $clk_period * $clk_io_pct] -clock clk0 [all_outputs]
==> summary.txt <==
Implementation results are summarized by area below.

Status
The flow ran to the end, and the final reports show no timing, DRC or antenna violations.

Logic synthesis
The number of standard cells after synthesis is 84. The per-instance average area after synthesis is 18.0 µm². According to the Yosys statistics, the synthesized design has a chip area of between 1500 and 2000 µm².

The number of enable flip-flop cells is 32. The sequential cell area fraction in the yosys report is 0.713. Counting the warning lines in the Yosys log gives 1. The post-synth design cell area is approximately 1500 µm².

The cell type contributing the most total cell area after synthesis is sky130_fd_sc_hd__edfxtp_1. In the post-synthesis netlist, the biggest area contributors are sky130_fd_sc_hd__edfxtp_1 63%, sky130_fd_sc_hd__mux4_2 12%, sky130_fd_sc_hd__dfxtp_1 7.9%. The fraction of synthesized cell area taken by the top area cell type is 0.634. Per the Yosys statistics, synthesis produced 84 cells. By count the netlist is led by 32 x sky130_fd_sc_hd__edfxtp_1, 8 x sky130_fd_sc_hd__mux4_2, 6 x sky130_fd_sc_hd__dfxtp_1. After synthesis, the share of flip-flops with an asynchronous set or reset is 0. Counting distinct cell types in the post-synthesis netlist gives 24. The most common cell in the synthesized netlist is sky130_fd_sc_hd__edfxtp_1.

Yosys reported a register bit count of 38. The main flop type is sky130_fd_sc_hd__edfxtp_1.

CTS
On the worst setup and hold paths after CTS, the clock-pin slew comes to 0.07 ns. The H-tree was split into 2 levels. Per the skew report, the later register of the worst-skew pair sees a clock latency of 0.28 ns.

The number of clock sinks seen by CTS is 38. For this design, the CTS-stage hold fixing added 0 buffers. TritonCTS created 5 clock buffers. The buffer type at the clock tree root is sky130_fd_sc_hd__clkbuf_8. After clock tree synthesis, the repair step resized 0 gates.

The maximum buffer depth of the clock tree is 2. The setup fix buffers added after clock tree synthesis is 0. TritonCTS built the clock tree.

STA
The timing-limited maximum frequency is 378 MHz. The final count of pins violating max slew is 0. Setup repair after global routing left no endpoint under its margin. The final total negative setup slack is 0 ns.

For this run, the final setup violation count is recorded as 0. The actual transition at the worst max-transition pin is 0.563 ns. The share of the clock period used by the worst path after layout is 0.854. For reference, the final report shows the hold violation count at 0. The clock arrives with 0.00191 ns of skew. The worst path needs between 2 and 3 ns of the cycle, external delays included. The max-slew check reports its worst relative slack as 0.624.

Place
The cell count after placement is 208. The quantity of I/O buffers inserted on ports is 21. RePlAce ended its routability-driven mode at a weighted congestion of just over 0.7. The HPWL reported at the end of detailed placement is 1890 µm.

GRT
The total global routing overflow is 0. The number of global-route vias before repair is 808. The total routing resource utilization after global routing is 0.0431. The number of antenna violations at the first check in global routing is 0. The first global-routing pass estimated 4370 µm of wire. The largest net degree at the start of global routing is 12.

Layout
The final instance count without filler cells is 215. The area added between synthesis and finish is 27.2%. The ratio of cells with drive above 1 in the final layout is 0.145.

Route
Once detail routing completed, the nets flagged for antenna violations numbered 0. Per the detail_route report, DRC violations left total 0. Per the detail_route report, routed wire per instance is about 13 µm.

The number of vias after detailed routing is 759. According to the report, the first pass of detailed routing completed in 4 iterations. Dividing the detail-routed via count by the number of cells gives 3.53.

After detailed routing, the total wire length is 2700 µm. The antenna diode count is 0. The first routing iteration left 37 violations.

Power and ir drop
The net switching component of the power is 422 µW. Summed over all cells, the static leakage comes to 0.615 nW. The internal power of the cells totals 1.14 mW.

Total power normalized to cell area comes to 809 nW/µm². The total power is between 1.5 and 2 mW. Of the total power, combinational logic draws 0.315.

The switching fraction of total power is 0.271. The maximum ir drop on the vdd rail is between 0.0003 and 0.0004 V. The register share of total power is 0.488. Of the total power, the clock network draws 0.197.

Floorplanning
The die area is 12800 µm². The floorplan core density is 0.183. The top-level port count is 22.

The region available for standard cell placement spans 8300 µm². The horizontal die size is roughly 110 µm. The site row count is 33. The die height is 113 µm.

Critical path
STA classifies the critical path endpoint as an output port. The slack of the worst reg-to-reg path is 0.85 ns. STA puts the critical path data required time at 2.48 ns. The critical path class is reg -> out. STA classifies the critical path startpoint as a flip-flop. The OpenROAD report gives the critical path a data arrival time of 2.03 ns.

STA lists the maximum fanout along the critical path as 9.

Worst hold path
Checking hold timing, the worst path is listed with class reg -> reg.

Flow run
The max capacitance violation total is 0. The tool warning count for the run is 28.
==> final cells by class <==
type | count | area (µm²)
Clock buffer | 5 | 68.8
Clock inverter | 2 | 10.0
Fill cell | 853 | 6370
Inverter | 3 | 11.3
Multi-Input combinational cell | 41 | 414
Sequential cell | 38 | 1080
Tap cell | 105 | 131
Timing Repair Buffer | 21 | 210
==> worst max-delay path, stage by stage, from the launching register on <==
cell	delay, ns
sky130_fd_sc_hd__dfxtp_1	0.49
sky130_fd_sc_hd__inv_1	0.11
sky130_fd_sc_hd__ha_1	0.35
sky130_fd_sc_hd__xnor2_1	0.29
sky130_fd_sc_hd__nand2_1	0.09
sky130_fd_sc_hd__clkdlybuf4s50_1	0.42
==> layout by cell type (no fill, tap or decap), types with 2 or more instances in the layout <==
cell	synthesis	final
sky130_fd_sc_hd__edfxtp_1	32	32
sky130_fd_sc_hd__clkdlybuf4s50_1	0	21
sky130_fd_sc_hd__mux4_2	8	8
sky130_fd_sc_hd__dfxtp_1	6	6
sky130_fd_sc_hd__clkbuf_8	0	5
sky130_fd_sc_hd__nand2_1	4	4
sky130_fd_sc_hd__and2_1	4	4
sky130_fd_sc_hd__a31oi_1	4	4
sky130_fd_sc_hd__ha_1	4	4
sky130_fd_sc_hd__inv_1	3	3
sky130_fd_sc_hd__xnor2_1	2	2
sky130_fd_sc_hd__a21oi_1	2	2
sky130_fd_sc_hd__nand3b_1	2	2
sky130_fd_sc_hd__clkinv_2	0	2
==> registers in the layout (all words and copies together), names as in the netlist, named ones only <==
register / flops
rp: 2
wp: 2
mem: 32
==> metal layers <==
metal	up-vias	global-route usage	part of all wire
met5	-	0	0
met4	0	0.00508	0.0070
met3	2	0.0267	0.095
met2	24	0.0634	0.45
met1	356	0.0549	0.45
li1	377	-	-
==> power groups by stage <==
stage	Sequential (mW)	Combinational (mW)	Clock (mW)
after global routing	0.777	0.556	0.346
final	0.761	0.492	0.307
after CTS	0.764	0.509	0.319
==> metrics by stage <==
stage / hold WS, ns / util / setup WS (ns) / instance area [µm²]
2_1_floorplan: 0.524 / - / 1.25 / 1520
3_3_place_gp: 0.568 / 0.223 / 0.758 / 1850
3_5_place_dp: 0.584 / 0.223 / 0.756 / 1850
4_1_cts: 0.584 / 0.232 / 0.435 / 1930
5_1_grt: 0.640 / 0.232 / 0.287 / 1930
6_report: 0.583 / 0.232 / 0.454 / 1930
==> cells by family after synthesis <==
family,Yosys count,synth area share
adders and majority gates,4,0.0330
and+or+nand+nor,17,0.0652
muxes,9,0.126
AOI/OAI and AO/OA,8,0.0322
DFF,38,0.713
buffers and inverters,5,0.0132
xor gates and xnor gates,3,0.0173
==> path summary, 6_finish.rpt <==
| check | from | end | cells after the start |
|---|---|---|---|
| worst min register to register | rp[0] | rp[0] | 2 |
| worst max register to register | wp[0] | mem[2][6] | 5 |
| worst min-delay path | rp[0] | rp[0] | 2 |
| worst max-delay path | wp[0] | WREADY | 5 |
Power and IR drop assume default switching activity.
